==> /design/flow/design.v <==
`timescale 1ns / 1ps
module ALU(
    input [3:0] X,
    input [3:0] Y,
    input [1:0] Op,
    output [3:0] O
    );
	 assign O = Op[1] ?
		(Op[0] ?
			~X  
			: X & Y) 
		:(Op[0] ?
			X - Y  
			: X + Y);  
endmodule
`timescale 1ns / 1ps
module CPUController(
	 input clk,
    input clr,
    input user_btn,
    input run_btn,
    input [7:0] InstructionUser,
    input [7:0] InstructionRun,
    output [1:0] ALUOp,
    output [6:0] Enable,
    output [5:0] Tristate,
	 output clearRegs,
	 output reg [9:0] counter,
	 output [3:0] InstrBus
    );
	parameter End = 10'b1111111111;
	reg idle, counter_zero, counter_huge, fetch_instr, save_instr;
	reg store, move, load, ALUin, ALUexec, ALUout, clear;
	reg [5:0] Instruction;
	always @(posedge clk)
	begin
		if (clr)
		begin
			idle = 1'b1;
			counter_zero = 1'b0;
			counter_huge = 1'b0;
			fetch_instr = 1'b0;
			save_instr = 1'b0;
			store = 1'b0;
			move = 1'b0;
			load = 1'b0;
			ALUin = 1'b0;
			ALUexec = 1'b0;
			ALUout = 1'b0;
			clear = 1'b0;
		end
		if (idle)
		begin
			if (user_btn)  
			begin
				idle = 1'b0;
				counter_huge = 1'b1;
			end
			else if (run_btn)  
			begin
				idle = 1'b0;
				counter_zero = 1'b1;
			end
			else ;
		end
		else if (counter_huge)  
			if (~user_btn)
			begin
				counter_huge = 1'b0;
				save_instr = 1'b1;
			end
			else ;
		else if (counter_zero)  
			if (~run_btn)
			begin
				counter_zero = 1'b0;
				fetch_instr = 1'b1;
			end
			else ;
		else if (fetch_instr)  
		begin
			fetch_instr = 1'b0;
			if(~InstructionRun[7] & ~InstructionRun[6])
				load = 1'b1;
			else if(~InstructionRun[7] & InstructionRun[6])
				store = 1'b1;
			else if(InstructionRun[7] & ~InstructionRun[6])
				move = 1'b1;
			else if(InstructionRun[7] & InstructionRun[6])
				ALUin = 1'b1;
			else ;
		end
		else if (save_instr)  
		begin
			save_instr = 1'b0;
			if(~InstructionUser[7] & ~InstructionUser[6])
				load = 1'b1;
			else if(~InstructionUser[7] & InstructionUser[6])
				store = 1'b1;
			else if(InstructionUser[7] & ~InstructionUser[6])
				move = 1'b1;
			else if(InstructionUser[7] & InstructionUser[6])
				ALUin = 1'b1;
			else ;
		end
		else if (ALUin)  
		begin
			ALUin = 1'b0;
			ALUexec = 1'b1;
		end
		else if (ALUexec)  
		begin
			ALUexec = 1'b0;
			ALUout = 1'b1;
		end
		else if (ALUout)  
		begin
			ALUout = 1'b0;
			clear = 1'b1;
		end
		else if (load)  
		begin
			load = 1'b0;
			clear = 1'b1;
		end
		else if (store)  
		begin
			store = 1'b0;
			clear = 1'b1;
		end
		else if (move)  
		begin
			move = 1'b0;
			clear = 1'b1;
		end
		else if (clear)   
		begin             
			clear = 1'b0;  
			if (counter < End)
				fetch_instr = 1'b1;
			else
				idle = 1'b1;
		end
		else ;
	end
	always @(posedge clk)
	if(counter_zero)
		counter = 10'b0000000001;
	else if(counter_huge)
		counter = End;
	else if(fetch_instr)
	begin  
		Instruction[0] = InstructionRun[0];
		Instruction[1] = InstructionRun[1];
		Instruction[2] = InstructionRun[2];
		Instruction[3] = InstructionRun[3];
		Instruction[4] = InstructionRun[4];
		Instruction[5] = InstructionRun[5];
	end
	else if(save_instr)
	begin  
		Instruction[0] = InstructionUser[0];
		Instruction[1] = InstructionUser[1];
		Instruction[2] = InstructionUser[2];
		Instruction[3] = InstructionUser[3];
		Instruction[4] = InstructionUser[4];
		Instruction[5] = InstructionUser[5];
	end
	else if (clear)  
		counter = counter + 1'b1;
	else ;
	assign clearRegs = clr;
	assign ALUOp[1] = ALUexec ? Instruction[1] : 1'b0;
	assign ALUOp[0] = ALUexec ? Instruction[0] : 1'b0;
	assign Tristate[0] = ((move | ALUin) & ~Instruction[3] & ~Instruction[2])
						 | ((ALUexec | store) & ~Instruction[5] & ~Instruction[4]);
	assign Tristate[1] = ((move | ALUin) & ~Instruction[3] &  Instruction[2])
						 | ((ALUexec | store) & ~Instruction[5] &  Instruction[4]);
	assign Tristate[2] = ((move | ALUin) &  Instruction[3] & ~Instruction[2])
						 | ((ALUexec | store) &  Instruction[5] & ~Instruction[4]);
	assign Tristate[3] = ((move | ALUin) &  Instruction[3] &  Instruction[2])
						 | ((ALUexec | store) &  Instruction[5] &  Instruction[4]);
	assign Tristate[4] = ALUout;
	assign Tristate[5] = load;
	assign Enable[0] = (ALUout | load | move) & ~Instruction[5] & ~Instruction[4];
	assign Enable[1] = (ALUout | load | move) & ~Instruction[5] &  Instruction[4];
	assign Enable[2] = (ALUout | load | move) &  Instruction[5] & ~Instruction[4];
	assign Enable[3] = (ALUout | load | move) &  Instruction[5] &  Instruction[4];
	assign Enable[4] = ALUin;
	assign Enable[5] = ALUexec;
	assign Enable[6] = store;
	assign InstrBus[0] = Instruction[0];
	assign InstrBus[1] = Instruction[1];
	assign InstrBus[2] = Instruction[2];
	assign InstrBus[3] = Instruction[3];
endmodule
`timescale 1ns / 1ps
module DFF(
    input [3:0] In,
    output reg [3:0] Out,
    input enable,
    input clk,
    input reset
    );
	 always @(posedge clk)
	 begin
		if(reset)
			Out = 4'b0000;
		else if(enable)
			Out = In;		
	 end
endmodule
module DeBouncer(input 		 clk, n_reset, button_in,				
					  output reg DB_out);
	parameter N = 23 ;
	reg  [N-1 : 0]	q_reg;							 
	reg  [N-1 : 0]	q_next;
	reg DFF1, DFF2;									 
	wire q_add;											 
	wire q_reset;
	assign q_reset = (DFF1  ^ DFF2);		 
	assign  q_add = ~(q_reg[N-1]);			 
	always @ ( q_reset, q_add, q_reg)
		case( {q_reset , q_add})
			2'b00:   q_next <= q_reg;
			2'b01:   q_next <= q_reg + 1;
			default: q_next <= { N {1'b0} };
		endcase 	
	always@(posedge clk)
		if(n_reset ==  1'b1)
		begin
			DFF1 <= 1'b0;
			DFF2 <= 1'b0;
			q_reg <= { N {1'b0} };
		end
		else
		begin
			DFF1 <= button_in;
			DFF2 <= DFF1;
			q_reg <= q_next;
		end
	always@(posedge clk)
		if(q_reg[N-1] == 1'b1)
			DB_out <= DFF2;
		else
			DB_out <= DB_out;
endmodule
`timescale 1ns / 1ps
module LED_7SEG(input            clock, clear,
					 input 	   [3:0] data0, data1, data2, data3,				
					 output 			   decimal,
					 output reg [3:0] enable,
					 output reg [6:0] segs);
	reg [19:0] ticks = 0;  
	reg [3:0]  digit = 0;  
	assign decimal = 1;  
	always@(posedge clock)
		if(clear)
			ticks <= 0;
		else if (ticks > 800000)  
			ticks <= 0;
		else
			ticks <= ticks + 1;
	always@(*)
	begin
		digit = 4'h0;
		enable = 4'hF;  
		if(ticks < 200000)  
		begin
			digit = data0;  
			enable[0] = 0;
		end
		else if((ticks > 200000) && (ticks < 400000))  
		begin
			digit = data1;  
			enable[1] = 0;
		end
		else if((ticks > 400000) && (ticks < 600000))  
		begin
			digit = data2;  
			enable[2] = 0;
		end
		else if((ticks > 600000) && (ticks < 800000))  
		begin
			digit = data3;  
			enable[3] = 0;
		end
	end
	always@(*) 
		case(digit)  
			0:  segs = 7'b1000000;  
			1:  segs = 7'b1111001;  
			2:  segs = 7'b0100100;  
			3:  segs = 7'b0110000;  
			4:  segs = 7'b0011001;  
			5:  segs = 7'b0010010;  
			6:  segs = 7'b0000010;  
			7:  segs = 7'b1111000;  
			8:  segs = 7'b0000000;  
			9:  segs = 7'b0010000;  
			10: segs = 7'b0001000;  
			11: segs = 7'b0000011;  
			12: segs = 7'b1000110;  
			13: segs = 7'b0100001;  
			14: segs = 7'b0000110;  
			15: segs = 7'b0001110;  
			default: segs = 7'b0110110;  
		endcase
endmodule
`timescale 1ns / 1ps
module Processor(
    input [7:0] sw,
    input [1:0] btn,
    input clr,
    input clk,
    output [3:0] led,
	 output decimal,
	 output [3:0] EnableSegs,
	 output [6:0] segs
    );
	 reg [7:0] InstructionRun;
	 wire [1:0] ALUOp;
	 wire [6:0] Enable;
	 wire [5:0] Tristate;
	 wire clearRegs;
	 wire [9:0] counter;
	 wire [3:0] InstrBus;
	 wire DB_user_btn;
	 wire DB_run_btn;
	 DeBouncer DB_0(clk, clr, btn[0], DB_user_btn);
	 DeBouncer DB_1(clk, clr, btn[1], DB_run_btn);
	 CPUController #(14) cpu(
		.clk(clk), 
		.clr(clr), 
		.user_btn(DB_user_btn), 
		.run_btn(DB_run_btn),
		.InstructionUser(sw), 
		.InstructionRun(InstructionRun), 
		.ALUOp(ALUOp), 
		.Enable(Enable), 
		.Tristate(Tristate), 
		.clearRegs(clearRegs),
		.counter(counter),
		.InstrBus(InstrBus)
		);
	 wire [3:0] Bus;
	 wire [3:0] R0_Out;
	 wire [3:0] R1_Out;
	 wire [3:0] R2_Out;
	 wire [3:0] R3_Out;
	 wire [3:0] R4_Out;
	 wire [3:0] R5_Out;
	 wire [3:0] R6_Out;
	 wire [3:0] ALUOut;
	 TriBuf TB_0(.In(R0_Out), .Out(Bus), .enable(Tristate[0]));
	 TriBuf TB_1(.In(R1_Out), .Out(Bus), .enable(Tristate[1]));
	 TriBuf TB_2(.In(R2_Out), .Out(Bus), .enable(Tristate[2]));
	 TriBuf TB_3(.In(R3_Out), .Out(Bus), .enable(Tristate[3]));
	 TriBuf TB_4(.In(R5_Out), .Out(Bus), .enable(Tristate[4]));
	 TriBuf TB_5(.In(InstrBus), .Out(Bus), .enable(Tristate[5]));
	 DFF R0(.In(Bus), .Out(R0_Out), .enable(Enable[0]), .clk(clk), .reset(clearRegs));
	 DFF R1(.In(Bus), .Out(R1_Out), .enable(Enable[1]), .clk(clk), .reset(clearRegs));
	 DFF R2(.In(Bus), .Out(R2_Out), .enable(Enable[2]), .clk(clk), .reset(clearRegs));
	 DFF R3(.In(Bus), .Out(R3_Out), .enable(Enable[3]), .clk(clk), .reset(clearRegs));
	 DFF R4(.In(Bus), .Out(R4_Out), .enable(Enable[4]), .clk(clk), .reset(clearRegs));
	 DFF R5(.In(ALUOut), .Out(R5_Out), .enable(Enable[5]), .clk(clk), .reset(clearRegs));
	 DFF R6(.In(Bus), .Out(R6_Out), .enable(Enable[6]), .clk(clk), .reset(clearRegs));
	 ALU alu(.X(Bus), .Y(R4_Out), .Op(ALUOp), .O(ALUOut));
	 assign led = R6_Out;
	 LED_7SEG seg7(
		.clock(clk), 
		.clear(clearRegs), 
		.data0(R0_Out), 
		.data1(R1_Out), 
		.data2(R2_Out), 
		.data3(R3_Out),
		.decimal(decimal),
		.enable(EnableSegs),
		.segs(segs));
	 always @(counter)
	 begin
		case (counter)
			1:  InstructionRun = 8'b10010000;  
			2:  InstructionRun = 8'b00000001;  
			3:  InstructionRun = 8'b10100100;  
			4:  InstructionRun = 8'b10110100;  
			5:  InstructionRun = 8'b11010011;  
			6:  InstructionRun = 8'b11010000;  
			7:  InstructionRun = 8'b00000000;  
			8:  InstructionRun = 8'b11001001;  
			9:  InstructionRun = 8'b10100000;  
			10: InstructionRun = 8'b00001111;  
			11: InstructionRun = 8'b11110011;  
			12: InstructionRun = 8'b11110001;  
			13: InstructionRun = 8'b01110000;  
			14: InstructionRun = 8'b11000110;  
			default: InstructionRun = 8'b01110000;  
		endcase
	 end
endmodule
`timescale 1ns / 1ps
module TriBuf(
    input [3:0] In,
    output [3:0] Out,
    input enable
    );
	assign Out = enable ? In : 4'bZZZZ;
endmodule
==> /design/flow/run.sh <==
#!/bin/bash
# OpenROAD 26Q1-2900-gdf79404cd8, Yosys 0.63+post, stock flow scripts
make -C /OpenROAD-flow-scripts/flow DESIGN_CONFIG=/design/flow/config.mk WORK_HOME=/design/flow/orfs finish
==> /design/flow/config.mk <==
export PLATFORM = sky130hd
export DESIGN_NAME = Processor
export DESIGN_NICKNAME = Processor
export VERILOG_FILES = /design/flow/design.v
export SDC_FILE = /design/flow/constraint.sdc
export NUM_CORES = 4
export LEC_CHECK = 1
export CORE_AREA = 10 10 110 110
export DIE_AREA = 0 0 120 120
==> /design/flow/constraint.sdc <==
current_design Processor

set clk_period 2.4
set clk_io_pct 0.2

create_clock -name clk0 -period $clk_period [get_ports {clk}]

set non_clock_inputs [all_inputs -no_clocks]
set_input_delay [expr $clk_period * $clk_io_pct] -clock clk0 $non_clock_inputs
set_output_delay [expr $clk_period * $clk_io_pct] -clock clk0 [all_outputs]
==> changes_impl.md <==
### Metrics

- Status: finished clean
- Fin crit period: 2350 ps
- Vias: 1,206
- Crit path required time: 1920 ps
- Crit end category: primary output
- ANT nets after route: 0
- R2R Setup Slk: 520 ps
- RR Endpoint: seg7.ticks[11]$_SDFF_PP0_
- Largest Register: seg7.ticks
- Fillers: 1,081
- Mapped cell area: 1420 µm²
- Worst Hold Class: register to register
- Final Cycle Share: 97.7%
- Worst r2r path cells: 6
- Clock tree buffer depth: 2
- Max-slew violations: 0
- Clk slew on worst S/H paths: 80 ps
- I/O Buffers: 5
- Antenna diode count: 0
- Register bit total from synthesis: 20
- Fraction of layout cells with a size suffix above 1: 32.2%
- WL per Instance: 9.97 µm
- Drt first pass iters: 4
- Core box area: 9770 µm²
- P&R area growth vs syn: 20.7%
- Number of enable flip-flop cells: 0
- Synth Instances: 176
- Leak pwr: 0.531 nW
- DRT iter0 DRCs: 44
- MUX share of area: 0%
- First-pass GRT wire length: 5.22 mm
- Pwr per Cell Area: 372 nW/µm²
- Residual DRC: 0
- Die H: 120 µm
- Largest net degree at the start of global routing: 21
- Dominant Register Cell: dfxtp_1
- FP Util: 14.5%
- FF+latch area: 410 µm²
- Tot GR Track Use: 4.08%
- Hold Vio Cnt, Final: 0
- Latency at later pin: 260 ps
- YS chip area: 1420 µm²
- Root Driver: clkbuf_8
- Die Span X: 120 µm
- Hold_ws: 513 ps
- Vias in the first global route: 1,130
- Most frequent logic cell in the layout: buf_4
- Hpwl dp: 2.24 mm
- Simple share: 32.3%
- H-tree lvl count: 1
- Final clock skew: 3.18 ps
- Vias/cell: 3.82
- Initial antenna violation count: 0
- Critical path class: register to primary output
- Min-delay src: seg7.ticks[0]$_SDFF_PP0_
- FA/HA/MAJ Cells, Area Fraction: 1.76%
- RSZ-0062 raised after global routing: yes
- Cells in synth_stat.txt: 176
- Worst hold endpoint: seg7.ticks[0]$_SDFF_PP0_
- CTS Sinks: 20
- AO/OA Area Share: 16.4%
- M1 GR Usage: 5.67%
- Grt peak-use layer: met2
- Yosys warns: 18
- Worst EP arrival: 1870 ps
- Largest regs: seg7.ticks (20)
- TritonCTS clock tree: yes
- GR met3 Demand/Resource: 0.619%
- Met2 GRT Util: 6.43%
- Total Wirelength: 3.15 mm
- Placed cell count: 309
- Die Size: 14,400 µm²
- Top non-seq family: simple AND/OR/NAND/NOR gates
- Startpoint type of the worst setup path: register
- Syn_area_per_cell: 8.06 µm²
- Cts bufs inserted: 3
- Finished Core Util: 17.5%
- Xor/xnor share: 6.17%
- Most numerous logic cells after layout: buf_4 (15), dfxtp_1 (14), nand2_1 (13)
- Max FO, Critical Path: 2
- Hold depth: 2
- R2R Path Start: seg7.ticks[14]$_SDFF_PP0_
- Worst vdd ir: 0.154 mV
- Grt ovf: 0
- Site Rows: 36
- Io pins: 28
- Tool warnings: 37
- # Max-Cap Violations: 0
- Post-synth ARST share: 0%
- Gate Area: 903 µm²
- Peak Freq: 426 MHz
- Routability Congestion: 0.818
- Seq share, synth: 28.2%
- Unique cell types: 41
- Non-filler instance count after layout: 316
- Max reg flops: 20
- CP startpoint: seg7.ticks[17]$_SDFF_PP0_
- Final setup vio count: 0
final cells by class:
class | instances | share of cell area, %
Inverter | 7 | 1.53
Tap cell | 133 | 9.72
Clock buffer | 4 | 3.21
Timing Repair Buffer | 20 | 8.84
Multi-Input combinational cell | 132 | 52.7
Sequential cell | 20 | 24.0
cell usage after synthesis, types with 4 or more instances:
library cell  number  area (µm²)
dfxtp_1           20         400
buf_2              4        20.0
nand3_1            5        25.0
or3_1              4        25.0
nor2_2            11        68.8
clkbuf_1           7        26.3
a21oi_2            8        70.1
nor2_1             5        18.8
or4_1              6        45.0
xor2_1             6        52.6
o21ai_0            7        35.0
inv_1              7        26.3
buf_4             12        90.1
xnor2_1            4        35.0
nand2_1           13        48.8
buf_6              4        45.0
and3_1             4        25.0
nand4_1           12        75.1
routing by layer:
metal | part of all wire, % | vias to the layer above
met5 | 0 | -
li1 | - | 617
met1 | 49 | 540
met2 | 44 | 43
met3 | 4.6 | 6
met4 | 2.6 | 0
how the worst max path moves through the flow:
stage / endpoint / slack, ps / cells after the start
after CTS: EnableSegs[3] / 30 / 6
after global routing: EnableSegs[3] / -80 / 6
final: EnableSegs[3] / 50 / 6
stage by stage:
stage	setup TNS [ps]	power [mW]	setup slack [ps]	instance area [µm²]
floorplan	0	0.389	477	1460
global placement	-5.62	0.385	-5.62	1580
detailed placement	0	0.384	2.67	1580
CTS	0	0.648	25.3	1700
global route	-135	0.663	-82.3	1710
finish	0	0.638	54.1	1710
critical path, stage by stage (launching register included):
cell and delay, ps:
dfxtp_1 310, or4_4 540, nor4_4 290, buf_4 160
a22o_1 120, o211ai_1 70, buf_2 120
timing repair:
| action | 4_1_cts | 5_1_grt |
|---|---|---|
| setup endpoints to repair | 3 | 2 |
| gates resized | 14 | 10 |
| buffers inserted | 2 | 1 |
| hold endpoints to repair | 0 | 0 |
| pin swaps | 5 | 3 |
| hold buffers | 0 | 0 |
cells by family (layout without fill, tap and decap cells):
group / count (synthesis) / after routing
and+or+nand+nor: 76 / 76
buffers and inverters: 34 / 31
AOI/OAI and AO/OA: 32 / 32
DFF: 20 / 20
xor gates and xnor gates: 10 / 10
adders and majority gates: 2 / 2
other: 2 / 12
power breakdown:
part	internal (mW)	switching, mW
Combinational	0.0159	0.0233
Sequential	0.335	0.00498
Clock	0.146	0.112
Power and IR drop assume default switching activity.
